==> design/flow/run.sh <==
#!/bin/bash
# OpenROAD 26Q1-2900-gdf79404cd8, Yosys 0.63+post, stock flow scripts
make -C /OpenROAD-flow-scripts/flow DESIGN_CONFIG=/design/flow/config.mk WORK_HOME=/design/flow/orfs finish
==> design/flow/config.mk <==
export PLATFORM = sky130hd
export DESIGN_NAME = counter60
export DESIGN_NICKNAME = counter60
export VERILOG_FILES = /design/flow/design.v
export SDC_FILE = /design/flow/constraint.sdc
export NUM_CORES = 4
export LEC_CHECK = 1
export CORE_AREA = 10 10 70 70
export DIE_AREA = 0 0 80 80
==> design/flow/constraint.sdc <==
current_design counter60

set clk_period 1.6
set clk_io_pct 0.2

create_clock -name clk0 -period $clk_period [get_ports {clk}]

set non_clock_inputs [all_inputs -no_clocks]
set_input_delay [expr $clk_period * $clk_io_pct] -clock clk0 $non_clock_inputs
set_output_delay [expr $clk_period * $clk_io_pct] -clock clk0 [all_outputs]
==> design/flow/design.v <==
`timescale 1ns / 10ps
module counter10(
input wire rst,
input wire clk,
output reg count
);
    reg [3:0] t;
    always@(posedge clk or posedge rst)
        begin
            if(rst)
            begin
                t <= 4'b0;
                count <= 1'b0;
            end
            else if(t == 4'd9)
            begin
                t <= 4'b0;
                count <=1'b1;
                #5 count <=1'b0;
            end
            else
                begin
                    t <= t + 1'b1;
                    count <= 1'b0;
                end
        end
endmodule
`timescale 1ns / 10ps
module counter6(
input wire clk,
input wire rst,
output reg count
);
    reg [3:0] t;
    always@(posedge clk or posedge rst)
        begin
            if(rst)
            begin
                t <= 4'b0;
                count <= 1'b0;
            end
            else if(t == 4'd5)
            begin
                t <= 4'b0;
                count <=1'b1;
                #5 count <=1'b0;
            end
            else
                begin
                    t <= t + 1'b1;
                    count <= 1'b0;
                end
        end
endmodule
`timescale 1ns / 10ps
module counter60(
    input wire clk,
    input wire rst,
    output wire count,
    output reg [5:0] ans
);
    wire counter_6_out;
    counter6 U_counter6_0(.clk(clk), .rst(rst), .count(counter_6_out));
    counter10 U_counter10_0(.clk(counter_6_out), .rst(rst), .count(count));
    always@(posedge clk or posedge rst)begin
        if (rst == 1'b1) begin
            ans <= 6'b0;
        end
        else if (ans == 6'd59) begin
            ans <= 6'b0;
        end
        else begin
            ans <= ans + 1'b1;
        end
    end
endmodule 
==> results.py <==
# Physical implementation metrics
metrics = {
    "detailed_routing": {
        "route.antenna.remaining_nets": 0,
        "vias_per_cell": 2.91,
        "firstDrtPassIters": 2,
        "number_of_remaining_drc_errors": 0,
        "wl_per_cell_um": 7.76,
        "drt-total-wl_um": 667,
        "num_vias": 250,
        "antennaDiodeCount": 0,
        "drt-initial-drc-count": 7,
    },
    "logic_synthesis": {
        "yosysUniqueCellTypes": 16,
        "share_of_async_settable_or_async_resettable_flops_after_synthesis_pct": 100,
        "yosys.stat.seqShare_pct": 51.1,
        "yosys_most_used_dff": "dfrtp_1",
        "synth-seq-cells": 6,
        "synth-edff-count": 0,
        "yosysChipArea_um2": 294,
        "synth.avg_cell_area_um2": 9.19,
        "yosys_cells": 32,
        "yosysWarningCount": 3,
        "post_synth_inst_count": 32,
        "synth_area_um2": 294,
    },
    "critical_path": {
        "worstPathCellList": "clkdlybuf4s50_1",
        "cells_on_worst_reg2reg_path": 3,
        "critical_path.top_delay_family": "buffers and inverters",
        "crit_arrival_ns": 1.20,
        "crit_type": "flip-flop to output port",
        "reg2reg_slack_ns": 0.42,
        "critical_path_buf_inv_count": 1,
        "critical_path_end_type": "output port",
        "critical_path_required_ns": 1.28,
        "crit_reg_reg_startpoint": "ans[2]",
        "startpoint_type": "flip-flop",
        "critical-path-max-stage-delay_ns": 0.52,
        "critical_path_s_slowest_cell": "clkdlybuf4s50_1",
        "worstPathMaxFanout": 7,
        "rr_endpoint": "ans[5]",
    },
    "status": {
        "status": "complete, no violations",
    },
    "power_and_ir_drop": {
        "vdd_ir_drop_max_mv": 0.371,
        "power_leakage_nw": 0.157,
        "power.density_nw_per_um2": 675,
        "report.power.total_mw": 0.293,
    },
    "cells_and_area": {
        "top_register": "ans",
        "utilization_pct": 12.7,
        "layout_top_cells_excl_fill_tap": "nand3_1 (7), clkdlybuf4s50_1 (7), o21ai_0 (4), dfrtp_1 (4)",
        "fillerInstances": 392,
        "top_regs": "ans x6",
        "final_layout_size_suffix_gt1_share_pct": 15.0,
        "flip_flop_count_of_the_largest_register_after_layout": 6,
        "flow.area_growth_from_synthesis_pct": 47.7,
    },
    "final_timing": {
        "hold_slack_ns": 0.296,
        "setup_viol_count_final": 0,
        "final_critical_path_setup_slack_ns": 0.0755,
        "final_max_slew_viol_count": 0,
        "fmax_mhz": 656,
        "fin_crit_sh_pct": 95.3,
        "fin_tns_setup_ns": 0,
        "final_period_minus_worst_setup_slack_ns": 1.52,
        "final.setup_skew_ns": 0.000922,
        "rsz0062_at_grt": "no",
        "finalHoldViolCount": 0,
    },
    "global_route": {
        "gr-usage-all-layers_pct": 2.16,
        "wire_length_of_the_first_global_routing_pass_mm": 1.09,
        "antenna_found_initial": 0,
        "grt_overflow": 0,
        "grt_pass1_vias": 234,
        "grt_start_max_net_pins": 9,
    },
    "floorplan": {
        "die-height_um": 80,
        "fp-row-count": 21,
        "die_x_um": 80,
        "top_ports": 9,
        "die_area_um2": 6400,
        "placeableCoreArea_um2": 3420,
        "initCoreUtil_pct": 8.61,
    },
    "clock_network": {
        "numCtsBuffers": 3,
        "path_clk_slew_ns": 0.04,
        "h-tree-depth": 1,
        "worstSkewPairLatency_ns": 0.24,
        "clk_root_buffer_cell": "clkbuf_4",
        "clock_sinks": 6,
        "tritoncts": "done",
        "cts-root-to-sink-buffers": 2,
        "cts_hold_buf": 0,
    },
    "job": {
        "max_cap_viol_count": 0,
        "openroad.warnings": 25,
    },
    "place": {
        "detailedPlace.worstSlack_ns": 0.287,
        "post-dp-hpwl_um": 528,
        "port-buffer-count": 7,
        "place_congestion": 0.811,
    },
    "min_path": {
        "worst_hold_path_type": "input pin to asynchronous set/reset pin",
    },
}
[cells in the mapped netlist (3+ instances only)]
cell type | number | area [um^2]
o21ai_0 | 4 | 20.0
nand2_1 | 3 | 11.3
nand3_1 | 7 | 35.0
dfrtp_1 | 6 | 150
[power breakdown]
part           switching (mW)  internal (mW)
Sequential                  0          0.152
Clock                  0.0508         0.0845
Combinational         0.00323        0.00229
[cell type report]
class                   count  area [um^2]  area share, %
well taps                  46         57.6           13.3
repair buffers              7         70.1           16.1
clock buffers               3         22.5           5.19
inverters                   2         7.51           1.73
multi-input cells          22          124           28.5
flip-flops and latches      6          153           35.2
[cells by family (layout without fill, tap and decap cells)]
| group | after synthesis | count (layout) | synth area share (%) |
|---|---|---|---|
| AOI/OAI and AO/OA | 6 | 6 | 11.1 |
| buffers and inverters | 4 | 12 | 6.81 |
| and+or+nand+nor | 13 | 13 | 22.6 |
| xor gates and xnor gates | 1 | 1 | 2.98 |
| other | 1 | 1 | 1.28 |
| DFF | 6 | 6 | 51.1 |
| adders and majority gates | 1 | 1 | 4.25 |
[worst max path at each step]
stage | from | endpoint | slack (ns) | cells after the start
4_1_cts | ans[3] | ans[3] | 0.02 | 1
5_1_grt | ans[4] | ans[4] | 0.01 | 1
6_report | ans[4] | ans[4] | 0.08 | 1
[per-layer routing]
metal	GRT usage, %	up-vias	part of all wire, %
met5	0	-	0
met4	0.880	0	4.6
met3	2.16	5	15
met2	2.81	8	39
met1	2.28	108	42
li1	-	129	-
[timing repair]
item | in CTS | in global routing
resized | 0 | 2
setup buffers | 0 | 0
endpoints found under the setup margin | 0 | 2
[per-stage QoR]
| step | area [um^2] | instances |
|---|---|---|
| 2_1_floorplan | 294 | 32 |
| 3_3_place_gp | 409 | 83 |
| 3_5_place_dp | 409 | 83 |
| 4_1_cts | 432 | 86 |
| 5_1_grt | 434 | 86 |
| 6_report | 434 | 86 |
